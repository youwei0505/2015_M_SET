==> design.v <==
module SET ( clk , rst, en, central, radius, mode, busy, valid, candidate );
input clk, rst;
input en;
input [23:0] central;
input [11:0] radius;
input [1:0] mode;
output reg busy;
output reg valid;
output reg [7:0] candidate;
reg [3:0] curt_state;
reg [3:0] next_state;
reg [3:0] Px,Py;
reg [3:0] R;
reg [4:0] pos_x;
reg [4:0] pos_y;
reg [7:0] Da,Db,Dr;
reg [2:0] Circle;
reg In, In_a, In_b, In_c;
always @(*) 
begin
    if( Da + Db > Dr )
        In = 0;
    else
        In = 1;
end
always @( * )  
begin 
    case ( curt_state )
        0 :
        begin
            next_state = 1;
        end  
        1 :
        begin
            next_state = 2;
        end
        2 :begin
            next_state = 3;                          
        end
        3 :begin
            next_state = 4;
        end
        4 :begin
            next_state = 5;
        end
        5 :begin
            next_state = 6;
        end
        6 :begin
            if( mode == 1 && Circle == 0 )
                next_state = 15;
            else if( mode == 2 && Circle == 0 )
                next_state = 15;
            else if( mode == 3 && Circle == 0 )
                next_state = 15;
            else if( mode == 3 && Circle == 1 )
                next_state = 14;
            else
                next_state = 7;                
        end
        7 :begin
            if( pos_x == 8 && pos_y == 8 )
                next_state = 8;
            else
                next_state = 1;
        end
        8 :begin
            next_state = 0;
        end
        9 :begin
            next_state = 2;
        end
        10 :begin
            next_state = 10;                
        end
        15 :begin
            next_state = 2;
        end
        14 :begin
            next_state = 2;
        end
        default: 
            next_state = 0;
    endcase
end
wire [7:0] product;
reg [3:0] multiplier;
assign product = multiplier * multiplier;
always @( posedge clk or posedge rst) begin
    if( rst )
    begin
        busy <= 0;
        valid <= 0;
        curt_state <= 0;
    end
    else
    begin
        curt_state <= next_state;
        case ( curt_state )
            0 : begin   
                valid <= 0;
                busy <= 0;          
                pos_x <= 1;
                pos_y <= 1; 
                candidate <= 0;  
            end
            1 :
            begin   
                valid <= 0;
                busy <= 0;
                Circle <= 0;            
                Px <= central[23:20];
                Py <= central[19:16];
                R  <= radius[11:8];
                In_a <= 0;
                In_b <= 0;
                In_c <= 0;
            end
            15 :
            begin  
                Circle <= 1;       
                Px <= central[15:12];
                Py <= central[11:8];
                R  <= radius[7:4];                 
            end
            14 :
            begin  
                Circle <= 2;       
                Px <= central[7:4];
                Py <= central[3:0];
                R  <= radius[3:0];                  
            end
            2 :
            begin     
                if( Px >= pos_x )   
                    multiplier <= Px - pos_x;
                else
                    multiplier <= pos_x - Px; 
            end
            3 :
            begin  
                Da <= product;
                if( Py >= pos_y )   
                    multiplier <= Py - pos_y;
                else
                    multiplier <= pos_y - Py;
            end  
            4 :
            begin  
                Db <= product;
                multiplier <= R;          
            end                            
            5 :
            begin
                Dr <= product; 
            end           
            6 :
            begin
                if( Circle == 0 )
                begin                    
                    In_a <= In; 
                end  
                else if( Circle == 1 )                               
                begin
                    In_b <= In; 
                end
                else                               
                begin
                    In_c <= In; 
                end                   
            end
            7 :
            begin
                if( ( mode == 2 && In_a == 0 && In_b == 1) || ( mode == 2 && In_a == 1 && In_b == 0) )
                begin
                    candidate <= candidate + 1;
                end
                if( ( mode == 3 && In_a == 1 && In_b == 1 && In_c == 0) || ( mode == 3 && In_a == 1 && In_b == 0 && In_c == 1) || ( mode == 3 && In_a == 0 && In_b == 1 && In_c == 1) )
                begin
                    candidate <= candidate + 1;
                end
                if( In )
                begin
                    if( mode == 1 && In_a == 1 && In_b == 1 )
                    begin
                        candidate <= candidate + 1;
                    end
                    if( mode == 0 )
                        candidate <= candidate + 1;
                end             
                if( pos_x < 8 )
                begin                    
                    pos_x <= pos_x + 1;
                end
                else
                begin
                    pos_x <= 1;
                    pos_y <= pos_y + 1;
                end  
                In_a <= 0;
                In_b <= 0;  
                Circle <= 0;          
            end
            8 :
            begin
                valid <= 1;
                busy <= 1;
            end
            9 :
            begin
                valid <= 0;
                busy <= 0;
            end
        endcase
    end
end
endmodule
==> run.sh <==
#!/bin/bash
# OpenROAD 26Q1-2900-gdf79404cd8, Yosys 0.63+post, stock flow scripts
make -C /OpenROAD-flow-scripts/flow DESIGN_CONFIG=/design/flow/config.mk WORK_HOME=/design/flow/orfs finish
==> config.mk <==
export PLATFORM = sky130hd
export DESIGN_NAME = SET
export DESIGN_NICKNAME = SET
export VERILOG_FILES = /design/flow/design.v
export SDC_FILE = /design/flow/constraint.sdc
export NUM_CORES = 4
export LEC_CHECK = 1
export CORE_UTILIZATION = 30
==> constraint.sdc <==
current_design SET

set clk_period 4.1
set clk_io_pct 0.2

create_clock -name clk0 -period $clk_period [get_ports {clk}]

set non_clock_inputs [all_inputs -no_clocks]
set_input_delay [expr $clk_period * $clk_io_pct] -clock clk0 $non_clock_inputs
set_output_delay [expr $clk_period * $clk_io_pct] -clock clk0 [all_outputs]
==> flow_metrics.tcl <==
# flow metrics
set metrics [dict create \
    status "finished clean" \
    synth_seq_share_pct 49.9 \
    layout_top_cell "edfxtp_1" \
    wl_per_cell_um 11.8 \
    path_common_cell "o21a_1" \
    crit_chain "ha_1, a21oi_1, nor2b_1, o21a_1, o21a_1, nor2_1, xnor2_1, ha_1, a21oi_1, o21a_1, o31ai_1, a21oi_2, nand4_1, mux2i_1" \
    edf_count 58 \
    slew_viol_final 0 \
    rsz0062_at_grt "false" \
    grt_max_degree 24 \
    portBuffers 49 \
    ys_async_sr_fraction_pct 16.7 \
    die_y_um 120 \
    vias_per_cell 4.64 \
    cpPeakStageDelay_ns 0.38 \
    period_needed_ns 3.30 \
    cp.arrival_ns 3.38 \
    clock_sinks 72 \
    chip_area_um2 14400 \
    htreeDepth 3 \
    top_area_share_pct 41.7 \
    post-place-ws_ns 0.707 \
    post-dp-hpwl_mm 5.63 \
    startpoint_type "flop" \
    yosys-stat-cells 386 \
    final.period_utilization_pct 80.5 \
    vdd_drop_max_mv 0.178 \
    crit_start "Da[3]" \
    clk_pin_slew_ns 0.06 \
    antenna_left 0 \
    fp_util_pct 31.1 \
    r2r_start "Da[3]" \
    routed_wl_mm 7.33 \
    crit_path_end_kind "flop" \
    coreArea_um2 13400 \
    comb_power_share_pct 3.5 \
    numCtsBuffers 9 \
    grt_pass1_vias 2718 \
    setup_tns_ns 0 \
    fillers 1245 \
    firstDrtPassIters 4 \
    drt_iter0_drc 140 \
    clkPwrFrac_pct 47.3 \
    io_pins 51 \
    num_antenna_cells 0 \
    path_class "reg -> reg" \
    overflow 0 \
    maxCapViolCount 0 \
    hp-class "reg -> reg" \
    critical_path_required_ns 4.18 \
    setup_slack_ns 0.800 \
    cp_num_buf_inv 0 \
    ys_types 49 \
    syn_inst 386 \
    final_layout_size_suffix_gt1_share_pct 5.18 \
    switchingPower_mw 0.303 \
    cts-root-to-sink-buffers 2 \
    ys.flop_type "edfxtp_1" \
    finalSetupViolations 0 \
    syn2layout_area_growth_pct 23.7 \
    ctsRootBufferMaster "clkbuf_16" \
    avgSynthCellArea_um2 10.8 \
    cts_resized 0 \
    min_from "curt_state[8]" \
    final_cell_mix "58 x edfxtp_1, 49 x clkdlybuf4s50_1, 46 x nand2_1, 35 x ha_1, 31 x inv_1" \
    internal-power_mw 1.29 \
    cts_tree "yes" \
    topCellsByArea "edfxtp_1 42%, ha_1 10%, dfrtp_1 6.6%, nand2_1 4.1%, mux2i_1 2.9%" \
    critPathMaxFanout 8 \
    pwr-share-seq_pct 49.2 \
    netlist_area_um2 4170 \
    post-cts-setup-buffer-count 0 \
    finalHoldViolCount 0 \
    openroad.warnings 34 \
    switching_share_pct 19.0 \
    cts_hold_buf 0 \
    path_delay_family "AND-OR/OR-AND gates" \
    clkLatencyLatePin_ns 0.32 \
    grt_pass1_wl_mm 12.4 \
    worst_pin_slew_ns 0.685 \
    grtUsageTotal_pct 11.1 \
    power_leakage_nw 2.10 \
    synth_area_leader_cell "edfxtp_1" \
    fin_skew_ns 0.0122 \
    fmax_ghz 0.303 \
    ys_ff 72 \
    critPathSlowestCell "a21oi_2" \
    gp_congestion 0.854 \
    pwr_density_cell_nw_per_um2 309 \
    yosysChipArea_um2 4170 \
    rows 42 \
    yosysWarnings 1 \
    vias 2874 \
    antenna_found_initial 0 \
    slew_headroom_pct 54.2 \
    die_width_um 120 \
    remaining_drc_errors 0 \
]
sequential cells by signal, summed over array words and instances (netlist names), 5 cells and up:
register    count
curt_state     11
candidate       8
Da              7
Db              7
Dr              7
pos_x           5
pos_y           5
kinds of logic (layout without fill, tap and decap cells):
kind of cell	count (synthesis)	after routing	synth area share, %
AND-OR/OR-AND	60	60	10.1
XOR/XNOR	15	15	3.15
adder cells (fa/ha/maj)	40	40	12.9
buffers and inverters	41	99	3.78
flip-flops	72	72	49.9
multiplexers	12	12	2.88
other	1	1	0.0898
AND/OR/NAND/NOR	145	145	17.2
final cells by class:
cell class,count,area [um2],share of cell area [%]
inverter,31,116,2.25
sequential,72,2080,40.4
clock buffer,9,225,4.36
clock inverter,7,70.1,1.36
multi-input combinational,273,1930,37.5
timing repair buffer,52,513,9.94
tap,176,220,4.27
path summary, 6_finish.rpt:
path	slack [ns]	cells past startpoint	end
max	0.80	14	candidate[7]
min	0.37	0	curt_state[5]
max reg2reg	0.80	14	candidate[7]
min reg2reg	0.37	0	curt_state[5]
max in group asynchronous	2.51	2	curt_state[0]
min in group asynchronous	1.25	2	valid
worst register-to-register path: cells and delay by family, from the launching register on:
kind                       cells  cell delay, ns
AOI/OAI and AO/OA              7            1.41
and+or+nand+nor                3            0.39
muxes                          1            0.15
DFF                            1            0.37
adders and majority gates      2            0.61
xor gates and xnor gates       1            0.13
per-stage QoR:
stage / hold slack, ns / instances / util [%] / power [mW] / instance area, um2
5_1_grt: 0.391 / 620 / 38.5 / 1.64 / 5160
3_5_place_dp: 0.363 / 604 / 36.3 / 0.855 / 4870
2_1_floorplan: 0.347 / 386 / - / 0.813 / 4170
3_3_place_gp: 0.356 / 604 / 36.3 / 0.855 / 4870
4_1_cts: 0.376 / 620 / 38.5 / 1.62 / 5160
6_report: 0.372 / 620 / 38.5 / 1.59 / 5160
synthesized netlist by cell type, drive strengths merged (9+ instances only):
library cell	n
and2	13
dfrtp	11
nand2	46
clkbuf	9
nor3	16
a22oi	12
edfxtp	58
nor2b	18
nor2	24
inv	31
ha	35
a21oi	10
nand2b	9
mux2i	12
xnor2	10
o21ai	13
routing by layer:
metal  part of all wire (%)  GRT usage (%)  wire, um
met1                     50           17.4      3660
met2                     44           17.2      3230
met3                    4.9           1.70       362
met4                    1.1           1.80        78
met5                      0              0         0
power groups by stage:
stage | Clock, mW | Combinational (mW) | Sequential [mW]
after global routing | 0.799 | 0.0602 | 0.785
final | 0.755 | 0.0551 | 0.785
after CTS | 0.777 | 0.0558 | 0.785
Power and IR drop assume default switching activity.
